===== config.mk =====
export PLATFORM = sky130hd
export DESIGN_NAME = regFile
export DESIGN_NICKNAME = regFile
export VERILOG_FILES = /design/flow/design.v
export SDC_FILE = /design/flow/constraint.sdc
export NUM_CORES = 4
export LEC_CHECK = 1
export CORE_UTILIZATION = 30

===== design.v =====
`timescale 1ns / 1ps
module regFile(
    input [5:0]RA1,
    input [5:0]RA2,
    input [5:0]WA,
    input [31:0]WD,
    input clk,
    input WE1,
    output reg [31:0]RD1,
    output reg [31:0]RD2
    );
    reg[31:0] mem[63:0];
    int i;
    initial
    begin
        for(i = 0; i < 64;i = i + 1)
        begin
            mem[i] = 32'h00000000;
        end  
    end
    always @(posedge clk && WE1)
    begin
           mem[WA] = WD;
    end
    always @(RA1 or RA2)
    begin
        RD1 = mem[RA1];
        RD2 = mem[RA2];
    end
endmodule

===== constraint.sdc =====
current_design regFile

set clk_period 15.4
set clk_io_pct 0.2

create_clock -name clk0 -period $clk_period

set non_clock_inputs [all_inputs -no_clocks]
set_input_delay [expr $clk_period * $clk_io_pct] -clock clk0 $non_clock_inputs
set_output_delay [expr $clk_period * $clk_io_pct] -clock clk0 [all_outputs]

===== run.sh =====
#!/bin/bash
# OpenROAD 26Q1-2900-gdf79404cd8, Yosys 0.63+post, stock flow scripts
make -C /OpenROAD-flow-scripts/flow DESIGN_CONFIG=/design/flow/config.mk WORK_HOME=/design/flow/orfs finish

==> impl_metrics.tcl <==
# yosys + openroad results
set metrics [dict create \
    crit_path_max_incr_delay_ns 1.13 \
    cellInternalPower_mw 0.924 \
    die-width_um 561 \
    synth.yosys.num_cells 4582 \
    async_flop_share 0 \
    cts_setup_buffers 0 \
    ant_nets 0 \
    worstPathBufferInverterCount 6 \
    die_height_um 561 \
    end_kind "output pin" \
    power.share.switching 0.450 \
    wire_length_reported_by_the_detailed_router_mm 299 \
    detail_route.first_pass.iterations 5 \
    start_point_of_the_worst_hold_path "RA2[3]" \
    area_delta_synth_final_pct 7.70 \
    untimed_endpoints 4096 \
    antenna_violations_before_repair 19 \
    synthesis.area_mm2 0.0938 \
    switching_power_mw 0.757 \
    power-per-cell-area_mw_per_mm2 16.6 \
    synth_logic_family "multiplexers" \
    drc_errors 0 \
    area.combinational_mm2 0.0310 \
    worst_slew_margin_rel 0.0893 \
    groute.usage.overall 0.205 \
    warning_count 65 \
    synth_top_cell_by_area "sky130_fd_sc_hd__edfxtp_1" \
    grt_first_pass_wirelength_mm 421 \
    synthXorXnorAreaFrac 0 \
    hold_path_end "RD2[0]" \
    num-fill-cells 28984 \
    hold_fix_buffer_count_after_cts 0 \
    ir_worst_vdd_mv 0.0195 \
    io_pins 116 \
    power_leakage_nw 29.5 \
    arrival_ns 8.28 \
    drive_above_1_share 0.320 \
    global_route.overflow_total 0 \
    total_of_buffers_placed_on_input_and_output_ports 116 \
    yosys.cell_types.count 43 \
    finalHoldViolations 0 \
    num_vias 50171 \
    synth-seq-cells 2048 \
    core_mm2 0.310 \
    yosysChipArea_mm2 0.0938 \
    worst_ep_required_time_ns 12.32 \
    yosysTopAreaCellShare 0.656 \
    avgViaCountPerCell 5.73 \
    worst_hold_path_type "input pin to output pin" \
    ys_seq_share 0.656 \
    flop_area_mm2 0.0615 \
    synth-warning-count 1 \
    path_delay_family "buffers and inverters" \
    avgRoutedWirePerCell_um 34.2 \
    final_setup_violation_count 0 \
    critical_path_class "input pin to output pin" \
    maxCapViolations 0 \
    timing.final.crit_period_ns 11.36 \
    synth-main-ff-cell "sky130_fd_sc_hd__edfxtp_1" \
    detailedPlacementHpwl_mm 192 \
    result_of_the_run "finished, final reports clean" \
    syn_area_per_cell_um2 20.5 \
    floorplan.initialDensity 0.303 \
    unclocked_pins 2048 \
    worst-path-max-fanout 46 \
    yosys-mux-area-fraction 0.267 \
    aoi_share 0.0360 \
    setup.worst_path.start_class "input pin" \
    synthAdderAreaFrac 0 \
    die_area_mm2 0.315 \
    edf_count 2048 \
    crit_path_top_delay_cell "sky130_fd_sc_hd__nor4_1" \
    fmax_mhz 88.1 \
    cts_resized 0 \
    synthCells 4582 \
    topCellsByArea "sky130_fd_sc_hd__edfxtp_1 (66%), sky130_fd_sc_hd__mux4_2 (24%), sky130_fd_sc_hd__mux2i_1 (1.9%)" \
    tightest_slew_ns 1.35 \
    drv_slew 0 \
    final_standard_cell_utilization_of_the_core 0.326 \
    number_of_global_route_vias_before_repair 56353 \
    detail_route.iter0.violations 3251 \
    row_count 204 \
    list_of_cells_traversed_by_the_critical_path "buf_8 > buf_4 > buf_4 > buf_4 > mux4_2 > o22ai_1 > nor4_1 > buf_4 > nor2_1 > a21oi_1 > clkdlybuf4s50_1" \
    worst_hold_path.num_cells 4 \
    finalWeightedCongestion 0.903 \
    critical_path.most_common_cell "sky130_fd_sc_hd__buf_4" \
    largest_reg_flops 2048 \
    pin_count_of_the_biggest_net_entering_global_routing 228 \
    synth.cellmix.simpleShare 0.0219 \
    grt_setup_unrepaired "no" \
    setup-tns-final_ns 0 \
    fin_crit_sh 0.737 \
]
## metal layers
layer / routed length (µm) / track usage / vias up / part of all wire
met5: 986 / 0.0229 / - / 0.0033
met3: 56200 / 0.171 / 494 / 0.19
li1: - / - / 19955 / -
met2: 143000 / 0.315 / 3622 / 0.48
met1: 86800 / 0.203 / 26054 / 0.29
met4: 11600 / 0.0594 / 46 / 0.039
## metrics by stage
step,area (µm²),setup WS (ns),std cells,hold slack (ns),power (mW)
3_5_place_dp,101000,4.34,8745,7.15,1.68
4_1_cts,101000,4.33,8745,7.16,1.69
3_3_place_gp,101000,4.36,8745,7.17,1.67
2_1_floorplan,93800,7.54,4582,6.49,1.38
5_1_grt,101000,3.84,8745,7.21,1.77
6_report,101000,4.04,8749,7.14,1.68
## Yosys cell counts, drive strengths merged, types with 10 or more instances
cell type / n
o21ai: 83
mux2: 40
nand2: 81
nor4: 40
nor3: 26
o211ai: 18
mux2i: 178
a221oi: 34
o22ai: 200
nor2: 122
o221ai: 32
a21oi: 73
clkbuf: 141
nand2b: 40
nand3b: 13
nor2b: 16
a31oi: 11
buf: 231
a22oi: 10
a211oi: 15
mux4: 1013
edfxtp: 2048
o22a: 22
nand3: 33
## logic make-up (layout without fill, tap and decap cells)
group,after synthesis,count (layout)
simple gates,412,412
flops,2048,2048
compound gates,519,519
buf+inv,372,415
other cells,0,4
mux,1231,1231
## placed cells by master (no fill, tap or decap), types with 5 or more instances in the layout
master                            netlist  routed
sky130_fd_sc_hd__o22ai_1              200     200
sky130_fd_sc_hd__o22a_1                22      22
sky130_fd_sc_hd__or3_1                  9       9
sky130_fd_sc_hd__o211ai_1              18      18
sky130_fd_sc_hd__a221oi_1              34      34
sky130_fd_sc_hd__mux2_2                40      40
sky130_fd_sc_hd__o21ai_1                5       5
sky130_fd_sc_hd__o21ai_0               78      78
sky130_fd_sc_hd__nand2b_1              40      40
sky130_fd_sc_hd__edfxtp_1            2048    2048
sky130_fd_sc_hd__and2_1                 6       5
sky130_fd_sc_hd__a31oi_1               11      11
sky130_fd_sc_hd__buf_12                 1       9
sky130_fd_sc_hd__a2bb2oi_1              8       8
sky130_fd_sc_hd__clkdlybuf4s50_1        0      72
sky130_fd_sc_hd__a22oi_1               10      10
sky130_fd_sc_hd__a22o_1                 5       5
sky130_fd_sc_hd__o221ai_1              32      32
sky130_fd_sc_hd__nor2_4                 0      64
sky130_fd_sc_hd__nor2b_1               16      13
sky130_fd_sc_hd__or3b_2                 9       9
sky130_fd_sc_hd__nand3_1               33      33
sky130_fd_sc_hd__mux4_2              1013    1013
sky130_fd_sc_hd__a211oi_1              15      15
sky130_fd_sc_hd__nor3b_1                6       6
sky130_fd_sc_hd__buf_4                 58     291
sky130_fd_sc_hd__nand3b_1              13      13
sky130_fd_sc_hd__nand2_1               81      80
sky130_fd_sc_hd__nor4_1                40      37
sky130_fd_sc_hd__mux2i_1              178     178
sky130_fd_sc_hd__nor2_1               122      58
sky130_fd_sc_hd__buf_8                  0       6
sky130_fd_sc_hd__a21oi_1               73      73
sky130_fd_sc_hd__nor3_1                26      26
sky130_fd_sc_hd__buf_2                149      36
## worst min-delay path: cells and delay by family
kind,cells,cell delay [ns]
buffers and inverters,2,0.62
AND-OR/OR-AND,1,0.23
AND/OR/NAND/NOR,1,0.09
## how the worst max path moves through the flow
stage / start / end / cells after the start
global route: RA2[1] / RD2[11] / 11
CTS: RA2[1] / RD2[11] / 11
finish: RA2[1] / RD2[11] / 11
## area by class of cell
cell class | instances | share of cell area
Multi-Input combinational cell | 2162 | 0.307
Timing Repair Buffer | 415 | 0.0333
Antenna cell | 4 | 0.0000991
Sequential cell | 2048 | 0.609
Tap cell | 4120 | 0.0510
## power groups by stage
stage,clock network [mW],registers [mW],logic (mW)
after CTS,0,0.494,1.19
after global routing,0,0.503,1.27
Power figures rest on the tool's default switching activity, not on a simulated workload.
