## ./design.v

```verilog
`timescale 1ns / 1ps
module instructionMem(
    input [5:0] addr,
    output reg[31:0] instr
    );
reg[31:0] mem[63:0];
int i;
initial
begin
    for(i = 0;i < 64;i = i + 1)
    begin
        mem[i] = 32'h00000000;
    end
mem[0] = 32'h80088014;
mem[1] = 32'h8010800F;
mem[2] = 32'h80188004;
mem[4] = 32'h04208200;
mem[5] = 32'h80290014;
mem[6] = 32'h02310200;
mem[7] = 32'h8A42AAAA;
end
always @*
begin
    instr = mem[addr];
end
endmodule
```

## ./run.sh

```bash
#!/bin/bash
# OpenROAD 26Q1-2900-gdf79404cd8, Yosys 0.63+post, stock flow scripts
make -C /OpenROAD-flow-scripts/flow DESIGN_CONFIG=/design/flow/config.mk WORK_HOME=/design/flow/orfs finish
```

## ./config.mk

```make
export PLATFORM = sky130hd
export DESIGN_NAME = instructionMem
export DESIGN_NICKNAME = instructionMem
export VERILOG_FILES = /design/flow/design.v
export SDC_FILE = /design/flow/constraint.sdc
export NUM_CORES = 4
export LEC_CHECK = 1
export CORE_AREA = 10 10 70 70
export DIE_AREA = 0 0 80 80
```

## ./constraint.sdc

```tcl
current_design instructionMem

set clk_period 2.0
set clk_io_pct 0.2

create_clock -name clk0 -period $clk_period

set non_clock_inputs [all_inputs -no_clocks]
set_input_delay [expr $clk_period * $clk_io_pct] -clock clk0 $non_clock_inputs
set_output_delay [expr $clk_period * $clk_io_pct] -clock clk0 [all_outputs]
```

==> results.py <==
# Auto-generated metrics
metrics = {
    "status": {
        "status": "complete, no violations",
    },
    "final_timing": {
        "fmax_mhz": 511,
        "period_needed_ns": 1.96,
        "tns_ns": 0,
        "finalHoldViolations": 0,
        "rsz0062_at_grt": "no",
        "hold_slack_ns": 1.24,
        "fin_crit_sh": 0.978,
        "maxSlewViolCount": 0,
        "setup_viol": 0,
        "layout_setup_ws_ns": 0.0440,
    },
    "floorplanning": {
        "die_area_sq_um": 6400,
        "die_x_um": 80,
        "fp_util": 0.126,
        "row_count": 21,
        "die_y_um": 80,
        "io_pins": 38,
        "core_sq_um": 3420,
    },
    "final_layout": {
        "drive_above_1_share": 0.424,
        "clock_buffers": 0,
        "num-fill-cells": 389,
        "seq_area_sq_um": 0,
        "seq_cells": 0,
        "area_growth_pct": 83.2,
    },
    "setup_path": {
        "start_kind": "input pin",
        "worstPathMaxFanout": 5,
        "critPathKind": "input pin to primary output",
        "arrival_ns": 1.56,
        "worst_setup_path_end_kind": "primary output",
        "cp.required_ns": 1.60,
        "cp-startpoint": "addr[0]",
    },
    "power": {
        "power.density_nw_per_um2": 119,
        "internal_power_mw": 0.0518,
        "leakagePower_nw": 0.397,
        "pwr-share-seq": 0,
        "combinationalPowerShare": 1.000,
        "clockPowerShare": 0,
        "peakVddDrop_v": 0.0000591,
        "netSwitchingFraction": 0.452,
        "p_sw_mw": 0.0427,
        "power_mw": 0.0944,
    },
    "yosys": {
        "ys.warnings.count": 1,
        "synthCells": 54,
        "synth_area_per_cell_sq_um": 7.99,
        "synth_area_sq_um": 432,
        "synth_cell_types": 18,
        "ys_cells": 54,
        "yosys_area_sq_um": 432,
        "postSynthSeqShare": 0,
    },
    "placed_design": {
        "pre_cts_slack_ns": -0.479,
        "hpwl_mm": 1.13,
        "portBuffers": 27,
        "gp_congestion": 0.754,
    },
    "routing": {
        "drt_iter0_markers": 7,
        "vias": 427,
        "drc": 0,
        "detail-route-antenna-nets": 0,
        "drt-total-wl_mm": 1.51,
        "antennaDiodeCount": 0,
        "first_pass_iters": 2,
        "avgViaCountPerCell": 3.26,
        "wire_per_inst_um": 11.5,
    },
    "worst_hold_path": {
        "holdPathEnd": "instr[2]",
        "hold_path_class": "input pin to primary output",
        "hold_start": "addr[0]",
        "hold_path_depth": 3,
    },
    "run": {
        "warnings": 39,
        "cap_violations": 0,
    },
    "global_routing": {
        "antenna_found_initial": 0,
        "grt_pass1_vias": 452,
        "grt_pass1_wl_mm": 2.38,
        "grt_max_degree": 9,
        "grt-ovfl-total": 0,
        "track_usage": 0.0441,
    },
}
==> worst max-delay path, cell delays in order <==
cell	delay [ns]
buf_2	0.13
inv_1	0.10
ha_4	0.29
and3_1	0.16
clkdlybuf4s50_1	0.48
==> cells in the final DEF (no fill, tap or decap), drive strengths merged <==
master         count
clkdlybuf4s50     11
and3               4
dlygate4sd2       10
dlymetal6s2s       1
nor3b              2
buf               18
nor2               3
mux2i              2
ha                 7
a211oi             2
a21oi              1
conb              11
nand2              1
inv                2
or3                2
nand2b             1
nor3               4
nor2b              3
==> worst max-delay path by stage <==
stage / depth (start not counted) / slack [ns] / end
after CTS: 7 / -0.05 / instr[3]
after global routing: 5 / 0.002 / instr[16]
final: 5 / 0.04 / instr[16]
==> Yosys cell counts <==
master / n / share of area
a211oi_2: 2 / 0.058
nor3_2: 2 / 0.046
nand2_1: 1 / 0.0087
buf_6: 1 / 0.026
nand2b_1: 1 / 0.015
inv_1: 2 / 0.017
a21oi_1: 1 / 0.012
or3_4: 1 / 0.026
nor2b_1: 3 / 0.043
nor3_1: 2 / 0.023
nor2_1: 3 / 0.026
buf_2: 1 / 0.012
conb_1: 1 / 0.0087
mux2i_1: 2 / 0.046
ha_1: 7 / 0.20
nor3b_2: 2 / 0.058
and3_1: 4 / 0.058
buf_4: 18 / 0.31
==> area by class of cell <==
cell class / count / area (sq um) / area share
Timing Repair Buffer: 40 / 344 / 0.435
Inverter: 2 / 7.51 / 0.00949
Tap cell: 46 / 57.6 / 0.0728
Multi-Input combinational cell: 43 / 382 / 0.483
==> power groups by stage <==
stage                 combinational [mW]  clock [mW]  sequential [mW]
after CTS                         0.0968           0                0
after global routing               0.106           0                0
final                             0.0944           0                0
==> timing repair <==
item                       4_1_cts  5_1_grt
setup endpoints to repair       21       10
gates resized                   47        2
cloned                           2        0
pin swaps                        6        2
hold buffers                     0        0
setup buffers                    4        0
==> metrics by stage <==
stage / utilization / instance area [sq um] / cells
after floorplan: - / 469 / 64
after global placement: 0.207 / 706 / 125
after global routing: 0.232 / 791 / 131
after CTS: 0.233 / 795 / 131
final: 0.232 / 791 / 131
after detailed placement: 0.207 / 706 / 125
==> routing by layer <==
metal | routed length [um] | GRT usage | vias up | share of wire
met5 | 0 | 0 | - | 0
met4 | 0 | 0 | 0 | 0
met3 | 223 | 0.0170 | 0 | 0.15
met2 | 500 | 0.0578 | 27 | 0.33
met1 | 782 | 0.0686 | 188 | 0.52
li1 | - | - | 212 | -
==> kinds of logic after synthesis <==
group | Yosys count | share of synthesized area
other | 1 | 0.00869
adder cells (fa/ha/maj) | 7 | 0.203
AND-OR/OR-AND | 3 | 0.0695
buffers and inverters | 22 | 0.368
multiplexers | 2 | 0.0464
AND/OR/NAND/NOR | 19 | 0.304
Power figures rest on the tool's default switching activity, not on a simulated workload.
