$ cat /design/flow/run.sh
#!/bin/bash
# OpenROAD 26Q1-2900-gdf79404cd8, Yosys 0.63+post, stock flow scripts
make -C /OpenROAD-flow-scripts/flow DESIGN_CONFIG=/design/flow/config.mk WORK_HOME=/design/flow/orfs finish
$ cat /design/flow/config.mk
export PLATFORM = sky130hd
export DESIGN_NAME = sub32
export DESIGN_NICKNAME = sub32
export VERILOG_FILES = /design/flow/design.v
export SDC_FILE = /design/flow/constraint.sdc
export NUM_CORES = 4
export LEC_CHECK = 1
export CORE_AREA = 10 10 110 110
export DIE_AREA = 0 0 120 120
$ cat /design/flow/constraint.sdc
current_design sub32

set clk_period 40.6
set clk_io_pct 0.2

create_clock -name clk0 -period $clk_period

set non_clock_inputs [all_inputs -no_clocks]
set_input_delay [expr $clk_period * $clk_io_pct] -clock clk0 $non_clock_inputs
set_output_delay [expr $clk_period * $clk_io_pct] -clock clk0 [all_outputs]
$ cat /design/flow/design.v
`timescale 1ns / 1ps
module adder32(
    input [31:0] a,
    input [31:0] b,
    input cin,
    output reg [31:0] out,
    output reg cout
    );
    always @ (a or b or cin)
    begin
    int i;
    cout = cin;
    for (i=0; i < 32; i = i + 1)
    begin
        {cout, out[i]} = a[i] + b[i] + cout;
    end
    end
endmodule
`timescale 1ns / 1ps
module not32(
    input [31:0] a,
    output reg [31:0] out
    );
    always @ (a)
    begin
    int i;
    for (i = 0; i < 32; i = i + 1)
    begin
        if (a[i] == 0)
        begin
            out[i] = 1;
        end
        else
        begin
            out[i] = 0;
        end
    end
    end
endmodule
`timescale 1ns / 1ps
module sub32(
    input [31:0] a,
    input [31:0] b,
    output reg [31:0] out,
    output reg cout
    );
    int notb;
    not32 n32(b, notb);
    adder32 a32(a, notb, 1, out, cout);
endmodule
==> flow_metrics.env <==
# yosys + openroad results
export IMPL_ant_nets=0
export IMPL_top_cell_area_share_pct=71.06
export IMPL_dieArea_sq_um=14400
export IMPL_post_cts_buffers=0
export IMPL_crit_required_ns=32.48
export IMPL_setup_viol=0
export IMPL_grtUsageMet1_pct=5.329
export IMPL_worst_slack_ns=11.05
export IMPL_layoutNonFillerInstCount=326
export IMPL_cp_start_kind="input pin"
export IMPL_seq_area_sq_um=0
export IMPL_die_w_microns=120
export IMPL_grtUsageTotal_pct=4.889
export IMPL_hold_viol=0
export IMPL_setup_tns_ns=0
export IMPL_worst_setup_path_type="input pin to output port"
export IMPL_top_area_cell="fa_1"
export IMPL_min_path_type="input pin to output port"
export IMPL_drt_pass1_iter_count=2
export IMPL_drc=0
export IMPL_antenna_found_initial=0
export IMPL_max_freq_ghz=0.03384
export IMPL_place_inst=326
export IMPL_port_buffers=97
export IMPL_postCtsHoldBufs=0
export IMPL_grt_overflow=0
export IMPL_syn_cell_area_sq_um=873.3
export IMPL_drive_above_1_share_pct=0
export IMPL_hpwl_microns=3511
export IMPL_cp_end_kind="output port"
export IMPL_crit_top_cell="fa_1"
export IMPL_drt_total_wl_microns=3570
export IMPL_grt_pass1_wl_microns=5609
export IMPL_cp_max_fo=1
export IMPL_boundaryPins=97
export IMPL_met3_usage_pct=5.616
export IMPL_slowest_stage="clkdlybuf4s50_1"
export IMPL_maxCapViolCount=0
export IMPL_top_usage_layer="met2"
export IMPL_top_cells_by_area="fa_1 71%, inv_1 28%, ha_1 1.4%"
export IMPL_drv_slew=0
export IMPL_postSynthCellCount=96
export IMPL_grt_use_met2_pct=6.568
export IMPL_powerDensity_nw_per_um2=14.17
export IMPL_fp_util_pct=8.935
export IMPL_warning_count=35
export IMPL_slowest_delay_ns=0.45
export IMPL_clkbuf_count=0
export IMPL_ys_cells=96
export IMPL_ys_chip_area_sq_um=873.3
export IMPL_rsz0062_at_grt="false"
export IMPL_ir_drop_mv=0.005123
export IMPL_place_ws_ns=10.97
export IMPL_ctsResizeCount=0
export IMPL_grt_start_max_net_pins=2
export IMPL_synth_avg_cell_area_sq_um=9.097
export IMPL_finalClockPeriodUsage_pct=72.80
export IMPL_hp_start="a[0]"
export IMPL_die_height_microns=120
export IMPL_grt_pass1_vias=1098
export IMPL_ff_count=0
export IMPL_fp_row_count=36
export IMPL_startpoint="a[0]"
export IMPL_slew_limit_headroom_pct=92.41
export IMPL_antennaDiodeCount=0
export IMPL_arrival_ns=21.43
export IMPL_synth_seq_share_pct=0
export IMPL_leakagePower_nw=0.9559
export IMPL_via_per_inst=2.791
export IMPL_synth_cell_types=3
export IMPL_place_gp_congestion=0.8933
export IMPL_status="finished clean"
export IMPL_worst_pin_slew_ns=0.1135
export IMPL_wl_per_cell_microns=10.95
export IMPL_num_vias=910
export IMPL_area_growth_pct=130.2
export IMPL_drt_iter0_drc=4
export IMPL_fin_crit_ns=29.55
export IMPL_synth_warnings=3
export IMPL_core_sq_um=9774
## cell usage in the layout, fill, tap and decap left out, drive strengths merged
master,instances
clkdlybuf4s50,97
inv,64
ha,1
fa,31
## worst paths after layout
kind / slack [ns] / cells past startpoint / end
worst max-delay path: 11.05 / 36 / out[31]
worst min-delay path: 17.25 / 5 / out[0]
## metal layers
metal | vias to the layer above | routed length, microns
met5 | - | 0
met4 | 0 | 0
met3 | 0 | 1073
met2 | 96 | 1164
met1 | 395 | 1332
li1 | 419 | -
## cell usage after synthesis, drive strengths merged
cell,instances
ha,1
fa,31
inv,64
## report_power, final
group	switching, W	internal (W)	total [W]
Clock	0	0	0
Combinational	0.00000841	0.0000201	0.0000285
Sequential	0	0	0
Total	0.00000841	0.0000201	0.0000285
## metrics by stage
stage	hold slack [ns]	instance area [sq um]	power [W]	util (%)
final	17.25	2011	0.00002849	20.57
after global routing	17.31	2011	0.00003295	20.57
after CTS	17.27	2011	0.00002955	20.57
after detailed placement	17.27	2011	0.00002929	20.57
after global placement	17.26	2011	0.00002919	20.57
after floorplan	16.35	873.3	0.000006844	-
## logic make-up (layout without fill, tap and decap cells)
kind of cell	Yosys count	in the layout	share of synthesized area (%)
adders and majority gates	32	32	72.49
buffers and inverters	64	161	27.51
## worst max-delay path: cells and delay by family
family / cells / cell delay [ns]
adder cells (fa/ha/maj): 32 / 12.32
buffers and inverters: 4 / 0.99
## layout make-up
type,instances,area [sq um]
multi-input cells,32,633.1
repair buffers,97,970.9
fillers,1081,7764
well taps,133,166.4
inverters,64,240.2
Power and IR drop assume default switching activity.
